**design/flow/config.mk**
```make
export PLATFORM = sky130hd
export DESIGN_NAME = top
export DESIGN_NICKNAME = top
export VERILOG_FILES = /design/flow/design.v
export SDC_FILE = /design/flow/constraint.sdc
export NUM_CORES = 4
export LEC_CHECK = 1
export CORE_UTILIZATION = 40
```
**design/flow/constraint.sdc**
```tcl
current_design top

set clk_period 11.1
set clk_io_pct 0.2

create_clock -name clk0 -period $clk_period [get_ports {CLK}]

set non_clock_inputs [all_inputs -no_clocks]
set_input_delay [expr $clk_period * $clk_io_pct] -clock clk0 $non_clock_inputs
set_output_delay [expr $clk_period * $clk_io_pct] -clock clk0 [all_outputs]
```
**design/flow/design.v**
```verilog
`default_nettype none
module top(
           input  CLK,
           input  BTN1,
           input  BTN2,
           input  BTN3,
           output LED1,
           output LED2,
           output LED3,
           output LED4,
           output LED5,
           output LEDR_N,
           output LEDG_N,
           output P1A1,
           output P1A2,
           output P1A3,
           output P1A4,
           output P1A7,
           output P1A8,
           output P1A9,
           output P1A10
           );
   reg [1:0]           radix;
   reg [2:0]        override;
   reg                  override_ena;
   reg                  hold_zero;
   reg                  btn1_press;
   reg                  btn2_press;
   reg                  btn3_press;
   reg                  btn1_release;
   reg                  btn2_release;
   reg                  btn3_release;
   reg   [3:0]          tens_digit, ones_digit;
   reg                  fi_active, bu_active;
   reg                  fi, bu;
   reg                  counter_inc;
   reg                  overflow;
   wire [7:0]           pmod_pins_n;
   wire [3:0]           led_ring_pins;
   assign {P1A10, P1A9, P1A8, P1A7, P1A4, P1A3, P1A2, P1A1} = pmod_pins_n;
   assign {LED5, LED4, LED3, LED2} = led_ring_pins;
   assign LEDR_N = ~bu_active;
   assign LEDG_N = ~fi_active;
   button_debouncer db1(
                        .clk(CLK),
                        .button_pin(BTN1),
                        .press_evt(btn1_press),
                        .release_evt(btn1_release),
                        );
   button_debouncer db2(
                        .clk(CLK),
                        .button_pin(BTN2),
                        .press_evt(btn2_press),
                        .release_evt(btn2_release),
                        );
   button_debouncer db3(
                        .clk(CLK),
                        .button_pin(BTN3),
                        .press_evt(btn3_press),
                        .release_evt(btn3_release),
                        );
   controller ctl(
                  .clk(CLK),
                  .btn1_press(btn1_press),
                  .btn1_release(btn1_release),
                  .btn2_press(btn2_press),
                  .btn2_release(btn2_release),
                  .btn3_press(btn3_press),
                  .btn3_release(btn3_release),
                  .radix(radix),
                  .override(override),
                  .override_ena(override_ena),
                  .hold_zero(hold_zero),
                  .fi_active(fi_active),
                  .bu_active(bu_active)
                  );
   hypercounter hc(
                   .clk(CLK),
                   .hold_zero(hold_zero),
                   .radix(radix),
                   .digit_msec(333),
                   .tens(tens_digit),
                   .ones(ones_digit),
                   .inc(counter_inc),
                   .overflow(overflow)
                   );
   zzer zz(
           .clk(CLK),
           .inc(counter_inc),
           .hold_zero(hold_zero | overflow),
           .fi(fi),
           .bu(bu)
           );
   wire                 display_fi;
   wire                 display_bu;
   wire                 display_fb;
   wire                 all_ovrd_ena;
   wire [2:0]       all_ovrd;
   assign display_fi = fi_active & fi;
   assign display_bu = bu_active & bu;
   assign display_fb = display_fi & display_bu;
   assign all_ovrd_ena = override_ena | display_fi | display_bu;
   assign all_ovrd = (display_fb ? 3'd7 :
                      display_fi ? 3'd5 :
                      display_bu ? 3'd6 :
                      override);
   display_driver dd(
                     .clk(CLK),
                     .tens_digit(tens_digit),
                     .ones_digit(ones_digit),
                     .override(all_ovrd),
                     .override_ena(all_ovrd_ena),
                     .bright(display_fi | display_bu),
                     .blink(display_fi | display_bu),
                     .blank_leading(radix == 2'd0),
                     .pmod_pins_n(pmod_pins_n)
                     );
   led_anim la(
               .clk(CLK),
               .btn_press(btn1_press | btn2_press | btn3_press),
               .btn_release(btn1_release | btn2_release | btn3_release),
               .fi(fi),
               .bu(bu),
               .center_led_pin(LED1),
               .led_ring_pins(led_ring_pins)
               );
endmodule  
module controller(
                  input                clk,
                  input                btn1_press,
                  input                btn1_release,
                  input                btn2_press,
                  input                btn2_release,
                  input                btn3_press,
                  input                btn3_release,
                  output reg [1:0]    radix,
                  output reg [2:0] override,
                  output reg           override_ena,
                  output reg           hold_zero,
                  output reg           fi_active,
                  output reg           bu_active,
                  );
   always @(posedge clk) begin
      if (btn1_press) begin
         radix <= radix + 1;
         hold_zero <= 1;
         override_ena <= 1;
         case ((radix + 1) & 3)
           2'd0: override <= 3'd1;
           2'd1:   override <= 3'd2;
           2'd2:     override <= 3'd3;
           2'd3:  override <= 3'd4;
         endcase
      end
      if (btn1_release) begin
         override_ena <= 0;
         hold_zero <= 0;
      end
      if (btn2_press) begin
         fi_active <= ~fi_active;
         override_ena <= 1;
         hold_zero <= 1;
         override <= 3'd0;
      end
      if (btn2_release) begin
         override_ena <= 0;
         hold_zero <= 0;
      end
      if (btn3_press) begin
         bu_active <= ~bu_active;
         override_ena <= 1;
         hold_zero <= 1;
         override <= 3'd0;
      end
      if (btn3_release) begin
         override_ena <= 0;
         hold_zero <= 0;
      end
   end
endmodule  
module hypercounter(input            clk,
                    input            hold_zero,
                    input            [1:0] radix,
                    input [10:0]     digit_msec,
                    output reg [3:0] tens,
                    output reg [3:0] ones,
                    output reg       inc,
                    output reg       overflow
                    );
   reg [14:0] fast_counter;
   wire       khz_tick;
   assign khz_tick = fast_counter[14];
   reg [10:0] msec_counter;
   reg [3:0] max;
   always @(*)
     case (radix)
       2'd0: max <= 9;
       2'd1:   max <= 7;
       2'd2:     max <= 'hF;
       2'd3:  max <= 'b1;
     endcase
   always @(posedge clk) begin
      if (fast_counter[14])
        fast_counter <= 12000 - 1;
      else
        fast_counter <= fast_counter - 1;
      if (khz_tick) begin
         if (hold_zero) begin
            tens <= 0;
            ones <= 0;
            msec_counter <= 0;
            inc <= 0;
         end
         else begin
            if (msec_counter) begin
               msec_counter <= msec_counter - 1;
               inc <= 0;
               overflow <= 0;
            end
            else begin
               msec_counter <= digit_msec;
               inc <= 1;
               if (ones == max) begin
                  ones <= 0;
                  if (tens == max) begin
                     tens <= 0;
                     overflow <= 1;
                  end
                  else
                    tens <= tens + 1;
               end
               else
                 ones <= ones + 1;
            end
         end
      end  
      else
        inc <= 0;
   end
endmodule  
module zzer(input clk,
            input inc,
            input hold_zero,
            output reg fi,
            output reg bu
            );
   reg [1:0] fcount;
   reg [2:0] bcount;
   always @(posedge clk) begin
      if (hold_zero) begin
         fcount <= 0;
         bcount <= 0;
         fi <= 0;
         bu <= 0;
      end
      else if (inc) begin
         if (fcount == 2) begin
            fcount <= 0;
            fi <= 1;
         end
         else begin
            fcount <= fcount + 1;
            fi <= 0;
         end
         if (bcount == 4) begin
            bcount <= 0;
            bu <= 1;
         end
         else begin
            bcount <= bcount + 1;
            bu <= 0;
         end
      end
   end
endmodule  
module led_anim(input        clk,
                input        btn_press,
                input        btn_release,
                input        fi,
                input        bu,
                output       center_led_pin,
                output [3:0] led_ring_pins
                );
   reg                       center_led;
   reg [3:0]                 led_ring;
   reg [24:0]                duration;
   reg                       counting;
   assign center_led_pin = center_led;
   assign led_ring_pins = led_ring;
   always @(posedge clk) begin
      if (btn_press) begin
         duration <= 0;
         counting <= 1;
      end
      if (btn_release) begin
         counting <= 0;
      end
      if (counting) begin
         if (!duration[24])
           duration <= duration + 1;
         center_led <= 1;
         led_ring <= 4'b0000;
      end
      else begin
         center_led <= 0;
         if (duration) begin
            duration <= duration - 1;
            led_ring <= 4'b1111;
         end
         else
           led_ring <= {4{fi}} & 4'b0011 | {4{bu}} & 4'b1100;
      end
   end
endmodule  
module button_debouncer(input      clk,
                        input      button_pin,
                        output reg press_evt,
                        output reg release_evt
                        );
   localparam COUNT_BITS = 13;
   reg is_down;
   reg was_down;
   reg [COUNT_BITS-1:0]      counter = 0;
   always @(posedge clk)
     if (counter) begin
        counter <= counter + 1;
        press_evt = 0;
        release_evt = 0;
        was_down <= is_down;
     end
     else begin
        was_down <= is_down;
        is_down <= button_pin;
        if (is_down != was_down) begin
           counter <= 1;
           press_evt <= is_down;
           release_evt <= was_down;
        end
     end
endmodule  
module display_driver(input           clk,
                      input  [3:0]    tens_digit,
                      input  [3:0]    ones_digit,
                      input [2:0] override,
                      input           override_ena,
                      input           bright,
                      input           blink,
                      input           blank_leading,
                      output [7:0]    pmod_pins_n
                      );
   reg [20:0] counter;
   wire [3:0] state;
   wire       blinker;
   assign state = counter[3:0];
   assign blinker = (counter[20] | counter[19]) & blink;
   reg [6:0] ones_segments, tens_segments;
   reg [6:0] left_segments, right_segments;
   digit_to_segments d2s1(clk, ones_digit, ones_segments);
   digit_to_segments d2s10(clk, tens_digit, tens_segments);
   special_to_segments s(clk, override, left_segments, right_segments);
   reg [6:0] left_out;
   reg [6:0] right_out;
   reg [6:0] pmod_segments_n;
   reg       pmod_digit_sel;
   assign pmod_pins_n = {pmod_digit_sel, pmod_segments_n};
   always @(posedge clk) begin
      counter <= counter + 1;
      if (override_ena) begin
         left_out <= left_segments;
         right_out <= right_segments;
      end
      else begin
         right_out <= ones_segments;
         if (tens_digit == 0 && blank_leading)
           left_out <= 0;
         else
           left_out <= tens_segments;
      end
      case (state)
        0: pmod_digit_sel <= 0;
        1: pmod_segments_n <= ~left_out | {7{blinker}};
        4: pmod_segments_n <= ~left_out | {7{~bright | blinker}};
        7: pmod_segments_n <= ~0;
        8: pmod_digit_sel <= 1;
        9: pmod_segments_n <= ~right_out | {7{blinker}};
        12: pmod_segments_n <= ~right_out | {7{~bright | blinker}};
        15: pmod_segments_n <= ~0;
      endcase
   end
endmodule  
module special_to_segments(input            clk,
                           input [2:0]  override,
                           output reg [6:0] left_segments,
                           output reg [6:0] right_segments
                           );
   always @(posedge clk)
     case (override)
       3'd0:
         begin
            left_segments  <= 0;
            right_segments <= 0;
         end
       3'd1:
         begin
            left_segments  <= 7'b1011110;
            right_segments <= 0;
         end
       3'd2:
         begin
            left_segments  <= 7'b1011100;
            right_segments <= 0;
         end
       3'd3:
         begin
            left_segments  <= 7'b1110100;
            right_segments <= 0;
         end
       3'd4:
         begin
            left_segments  <= 7'b1111100;
            right_segments <= 0;
         end
       3'd5:
         begin
            left_segments  <= 7'b1110001;
            right_segments <= 7'b0010000;
         end
       3'd6:
         begin
            left_segments  <= 7'b1111100;
            right_segments <= 7'b0011100;
         end
       3'd7:
         begin
            left_segments  <= 7'b1110001;
            right_segments <= 7'b1111100;
         end
     endcase
endmodule  
module digit_to_segments(input            clk,
                         input      [3:0] digit,
                         output reg [6:0] segments
                         );
   always @(posedge clk)
     case (digit)
       0: segments <= 7'b0111111;
       1: segments <= 7'b0000110;
       2: segments <= 7'b1011011;
       3: segments <= 7'b1001111;
       4: segments <= 7'b1100110;
       5: segments <= 7'b1101101;
       6: segments <= 7'b1111101;
       7: segments <= 7'b0000111;
       8: segments <= 7'b1111111;
       9: segments <= 7'b1101111;
       4'hA: segments <= 7'b1110111;
       4'hB: segments <= 7'b1111100;
       4'hC: segments <= 7'b0111001;
       4'hD: segments <= 7'b1011110;
       4'hE: segments <= 7'b1111001;
       4'hF: segments <= 7'b1110001;
     endcase
endmodule  
```
**design/flow/run.sh**
```bash
#!/bin/bash
# OpenROAD 26Q1-2900-gdf79404cd8, Yosys 0.63+post, stock flow scripts
make -C /OpenROAD-flow-scripts/flow DESIGN_CONFIG=/design/flow/config.mk WORK_HOME=/design/flow/orfs finish
```
==> flow_metrics.tcl <==
# flow metrics
set metrics [dict create \
    synthCells 951 \
    holdCritPathClass "register to register" \
    synth_top_area_share_pct 26.0 \
    tightestPinTransition_ns 0.774 \
    portBuffers 18 \
    clk_path_buf_depth 2 \
    viasPerCell 4.99 \
    dr.pass1.iters 6 \
    row_count 55 \
    place_ws_ns 7.87 \
    yosys-stat-area_um2 9470 \
    grt_util_all_layers_pct 14.8 \
    synth_cell_types 65 \
    grt_util_met2_pct 22.1 \
    core_um2 22900 \
    ir_worst_vdd_uv 107 \
    drt-wirelength-per-cell_um 12.8 \
    grt_first_pass_wirelength_um 28500 \
    ant_nets 0 \
    start_kind "register" \
    final.setup.worst_slack_ns 7.42 \
    cts_hold_buffers 0 \
    yosysTopAreaCell "dfxtp_1" \
    status "complete, no violations" \
    met1_usage_pct 24.5 \
    routabilityCongestion 0.813 \
    fp-utilization_pct 41.3 \
    drv_cap 0 \
    timing.final.crit_period_ns 3.68 \
    synth.avg_cell_area_um2 9.96 \
    ys_ff 197 \
    ys_warn_count 9 \
    fill_cells 2106 \
    syn_area_um2 9470 \
    worstPathArrival_ns 1.46 \
    reg2reg_depth 5 \
    antenna_found_initial 0 \
    syn_to_final_growth_pct 10.7 \
    cts_buffers 17 \
    worstHoldPathCells 1 \
    rsz0062_at_grt "false" \
    slew_violations 0 \
    final_layout_top_logic_cell "dfxtp_1" \
    die-height_um 156 \
    path_clk_slew_ns 0.07 \
    cts_tree "done" \
    postCtsSetupBuffers 0 \
    drive_gt1_share_pct 6.68 \
    path_max_fanout 3 \
    edf_count 74 \
    lay_top_cells "dfxtp_1 (123), nand2_1 (89), edfxtp_1 (74)" \
    postSynthSeqShare_pct 49.5 \
    yosys_cells 951 \
    relSlewSlack_pct 48.0 \
    powerDensity_nw_per_um2 132 \
    flop_cell "dfxtp_1" \
    async_flop_share_pct 0 \
    drtIter0Drc 362 \
    clock.fmax_mhz 272 \
    critical_path_class "register to primary output" \
    cts.sinks 197 \
    required_ns 8.88 \
    hpwl_um 10800 \
    warnings 53 \
    grt_pass1_vias 5934 \
    cts_root_buf "clkbuf_16" \
    tns_ns 0 \
    leakage_nw 3.89 \
    drc 0 \
    wirelength_um 16200 \
    globalRouteMet3Util_pct 2.40 \
    die_area_um2 24300 \
    dieWidth_um 156 \
    grt_max_degree 29 \
    hold_viol_final 0 \
    insertedDiodeCount 0 \
    setup_viol 0 \
    grt_most_used_layer "met1" \
    fin_worst_skew_ns 0.00637 \
    routed-via-count 6336 \
    io_pins 19 \
    overflow 0 \
    finalClockPeriodUsage_pct 33.1 \
    cts.htree.levels 4 \
    endpoint_kind "primary output" \
    worstSkewPairLatency_ns 0.43 \
    area_leaders "dfxtp_1 (26%), edfxtp_1 (23%), xnor2_1 (6.5%)" \
    cts_resized 0 \
]
==> final cells by class <==
cell class              count  area (um2)  area share (%)
flip-flops and latches    197        4680            44.7
multi-input cells         662        4410            42.0
clock buffers              18         439            4.19
well taps                 313         392            3.73
repair buffers             23         218            2.08
clock inverters            14         180            1.72
inverters                  44         165            1.57
==> critical path, cell delays in order, from the launching register on <==
cell,delay (ns)
edfxtp_1,0.41
inv_1,0.14
clkdlybuf4s50_1,0.48
==> sequential cells by signal (all words and copies together), names as in the netlist, 11 cells and up <==
register	cells
db1.counter	13
db2.counter	13
db3.counter	13
dd.counter	21
hc.fast_counter	15
hc.msec_counter	11
la.duration	25
==> worst paths after layout <==
| path | endpoint | slack (ns) | from |
|---|---|---|---|
| worst max-delay path | LEDG_N | 7.42 | ctl.fi_active |
| worst min-delay path | hc.fast_counter[0] | 0.42 | hc.fast_counter[0] |
| worst max register to register | la.duration[13] | 8.50 | la.duration[2] |
| worst min register to register | hc.fast_counter[0] | 0.42 | hc.fast_counter[0] |
==> cell families (layout without fill, tap and decap cells) <==
kind of cell / after synthesis / count (layout) / synth area share (%)
buffers and inverters: 92 / 99 / 3.98
adder cells (fa/ha/maj): 40 / 40 / 5.28
AND-OR/OR-AND: 127 / 127 / 8.71
AND/OR/NAND/NOR: 375 / 375 / 20.7
multiplexers: 25 / 25 / 3.05
flip-flops: 197 / 197 / 49.5
XOR/XNOR: 95 / 95 / 8.79
==> cells in the mapped netlist (3+ instances only) <==
| cell | number |
|---|---|
| nand3b_1 | 4 |
| nand2b_1 | 27 |
| a22o_1 | 8 |
| nor2b_1 | 11 |
| or3_1 | 7 |
| o21ai_0 | 32 |
| nor2_1 | 56 |
| o31ai_1 | 3 |
| nor4_1 | 16 |
| edfxtp_1 | 74 |
| a31oi_1 | 4 |
| inv_1 | 43 |
| mux2i_1 | 12 |
| and2_1 | 11 |
| nand2_1 | 89 |
| nor3b_1 | 4 |
| ha_1 | 40 |
| and4_1 | 6 |
| xor2_1 | 25 |
| o22ai_1 | 13 |
| a22oi_1 | 11 |
| xnor2_1 | 70 |
| nor4b_1 | 5 |
| and3_1 | 23 |
| or2_2 | 3 |
| o21bai_1 | 4 |
| clkbuf_1 | 38 |
| nand3_1 | 51 |
| nor3_1 | 39 |
| dfxtp_1 | 123 |
| buf_2 | 4 |
| nand4_1 | 7 |
| buf_4 | 3 |
| or4_1 | 5 |
| a21oi_1 | 29 |
| mux2_2 | 11 |
==> stage by stage <==
step	instance area, um2	cells	power [mW]	hold slack [ns]	util (%)
floorplan	9470	951	0.761	0.362	-
global placement	9870	1239	0.763	0.395	43.1
detailed placement	9870	1239	0.763	0.403	43.1
CTS	10500	1271	1.40	0.420	45.8
global route	10500	1271	1.43	0.433	45.8
finish	10500	1271	1.38	0.415	45.8
==> layer usage <==
layer | up-vias | routed length [um]
met3 | 9 | 378
met1 | 2944 | 8700
met4 | 0 | 146
met5 | - | 0
met2 | 46 | 7000
li1 | 3337 | -
==> where the power goes <==
group / switching [mW] / internal, mW
logic: 0.000414 / 0.00131
clock network: 0.302 / 0.333
registers: 0.000478 / 0.744
Power is estimated from default activity; no workload was simulated.
